==> design/flow/design.v <==
module comparison (
	input wire PCLK,
	input wire PRESETn,
	input wire [1:0] status,
	input wire [7:0] reg_TCR,
	input wire [7:0] reg_TSR,
	input wire [7:0] counter_value,
	output reg tmr_udf,
	output reg tmr_ovf
);
reg [7:0] temp;
always @ (posedge PCLK or negedge PRESETn) begin
	if (!PRESETn) begin
		temp <= 8'h00;
	end else if (temp != counter_value) begin
		temp <= counter_value;
	end
end
always @ (posedge PCLK or negedge PRESETn) begin
	if (!PRESETn) begin
		tmr_udf <= 1'b0;
		tmr_ovf <= 1'b0;
	end else begin
		if (reg_TCR[4] && reg_TCR[5] && (counter_value == (8'h00 - 1'b1)) && temp == 8'h00 && status == 2'b00) begin
			tmr_udf <= 1'b1;
		end
		if (reg_TCR[4] && !reg_TCR[5] && (counter_value == (8'hff + 1'b1)) && temp == 8'hff && status == 2'b00) begin
			tmr_ovf <= 1'b1;
		end
	end
end
always @ (*) begin
        if (status == 2'b11) begin
        	tmr_udf = reg_TSR[1];
        	tmr_ovf = reg_TSR[0];
        end else if (status == 2'b10) begin
        	tmr_udf = reg_TSR[1];
                tmr_ovf = tmr_ovf;
        end else if (status== 2'b01) begin
                tmr_udf = tmr_udf;
                tmr_ovf = reg_TSR[0];
        end else begin
                tmr_udf = tmr_udf;
                tmr_ovf = tmr_ovf;
        end
end
endmodule
module control_logic (
	input wire [3:0] CLK_in,	
	input wire [7:0] reg_TCR,
	output reg clock_counter
);
always @ (*) begin
	case (reg_TCR[1:0])
		2'b00: clock_counter = CLK_in[0];
		2'b01: clock_counter = CLK_in[1];
		2'b10: clock_counter = CLK_in[2];
		default: clock_counter = CLK_in[3];
	endcase
end
endmodule
module read_write_control (
	input wire PCLK,
	input wire PRESETn,
	input wire PSEL,
	input wire PWRITE,
	input wire PENABLE,
	input wire [1:0] PADDR,
	input wire [7:0] PWDATA,
	input wire tmr_udf,
	input wire tmr_ovf, 
	output reg [1:0] status,
	output reg [7:0] PRDATA,
	output reg PREADY,
	output reg PSLVERR,
	output reg [7:0] reg_TDR,
	output reg [7:0] reg_TCR,
	output reg [7:0] reg_TSR
);
localparam IDLE = 2'b00,
	   SETUP = 2'b01,
	   ACCESS = 2'b10;
reg [1:0] cur_state;
reg [1:0] next_state;
always @ (*) begin
	case (cur_state) 
		IDLE: begin
			if (PSEL & !PENABLE) begin
				next_state = SETUP;
			end else begin
				next_state = IDLE;
			end
		end
		SETUP: begin
			if (PSEL & PENABLE) begin
				next_state = ACCESS;
			end else begin
				next_state = SETUP;
			end
		end
		ACCESS: begin
			next_state = IDLE;
		end
		default: begin
			next_state = IDLE;
		end
	endcase
end
always @ (posedge PCLK or negedge PRESETn) begin
	if (!PRESETn) begin
		cur_state <= IDLE;
	end else begin
		cur_state <= next_state;
	end
end
always @ (posedge PCLK or negedge PRESETn) begin
	if (!PRESETn) begin
		reg_TDR <= 8'h00;
		reg_TCR <= 8'h00;
		reg_TSR <= 8'h00;
		PRDATA <= 8'h00;
		status <= 2'b00;
	end else begin
		if ((cur_state == ACCESS) & PWRITE & PSEL & PENABLE) begin
			reg_TDR <= (PADDR == 2'b00) ? PWDATA : reg_TDR;
			reg_TCR <= (PADDR == 2'b01) ? PWDATA : reg_TCR;
			if (PADDR <= 2'b01) begin
				reg_TCR[6] <= 1'b0;
				reg_TCR[3:2] <= 2'b00;
			end
			reg_TSR <= (PADDR == 2'b10) ? PWDATA : reg_TSR;
			if (PADDR == 2'b10) begin
				reg_TSR[7:2] <= 6'b000000;
				reg_TSR[1:0] <= reg_TSR[1:0] & ~PWDATA[1:0];
				if (PWDATA[1:0] == 2'b11) begin
					status <= 2'b11;
				end else if (PWDATA[1:0] == 2'b10) begin
					status <= 2'b10;
				end else if (PWDATA[1:0] == 2'b01) begin
					status <= 2'b01;
				end else begin
					status <= 2'b00;
				end
			end
		end else if ((cur_state == ACCESS) & !PWRITE & PSEL & PENABLE) begin
			case (PADDR)
				2'b00: PRDATA <= reg_TDR;
				2'b01: PRDATA <= reg_TCR;
				2'b10: PRDATA <= reg_TSR;
				default: PRDATA <= 8'h00;
			endcase
		end else begin
			reg_TDR <= reg_TDR;
			reg_TCR <= reg_TCR;
			reg_TSR <= reg_TSR;
		end
	end
end
always @ (posedge PCLK or negedge PRESETn) begin
	if (!PRESETn) begin
		PREADY <= 1'b0;
		PSLVERR <= 1'b0;
	end else begin
		PREADY <= (cur_state == ACCESS);
		PSLVERR <= (cur_state == ACCESS) & (PADDR > 2'b10);
	end
end
always @ (posedge PCLK) begin
	if (tmr_udf && tmr_ovf && status == 2'b00) begin
		reg_TSR[1:0] <= 2'b11;
	end else if (tmr_udf && !tmr_ovf && status == 2'b00) begin
		reg_TSR[1:0] <= 2'b10;
	end else if (!tmr_udf && tmr_ovf && status == 2'b00) begin
	        reg_TSR[1:0] <= 2'b01;
	end else begin
		reg_TSR[1:0] <= 2'b00;
		if (!tmr_udf && !tmr_ovf) begin
			status <= 2'b00;
		end
	end
end
endmodule
module timer_8_bit (
	input wire PCLK,
	input wire PRESETn,
	input wire PSEL,
	input wire PWRITE,
	input wire PENABLE,
	input wire [1:0] PADDR,
	input wire [7:0] PWDATA,
	input wire [3:0] CLK_in,
	output reg [7:0] PRDATA,
	output reg PREADY,
	output reg PSLVERR,
	output reg tmr_udf,
	output reg tmr_ovf
);
wire [7:0] PRDATA_wire;
wire PREADY_wire;
wire PSLVERR_wire;
wire tmr_udf_wire;
wire tmr_ovf_wire;
wire [1:0] status;
wire [7:0] reg_TDR;
wire [7:0] reg_TCR;
wire [7:0] reg_TSR;
wire clock_counter;
wire [7:0] counter_value;
always @ (*) begin
	PRDATA = PRDATA_wire;
	PREADY = PREADY_wire;
	PSLVERR = PSLVERR_wire;
	tmr_udf = tmr_udf_wire;
	tmr_ovf = tmr_ovf_wire;
end
read_write_control IC1 (
	.PCLK(PCLK),
	.PRESETn(PRESETn),
	.PSEL(PSEL),
	.PWRITE(PWRITE),
	.PENABLE(PENABLE),
	.PADDR(PADDR),
	.PWDATA(PWDATA),
	.tmr_udf(tmr_udf),
	.tmr_ovf(tmr_ovf),
	.status(status),
	.PRDATA(PRDATA_wire),
	.PREADY(PREADY_wire),
	.PSLVERR(PSLVERR_wire),
	.reg_TDR(reg_TDR),
	.reg_TCR(reg_TCR),
	.reg_TSR(reg_TSR)
);
control_logic IC2 (
	.CLK_in(CLK_in),
	.reg_TCR(reg_TCR),
	.clock_counter(clock_counter)
);
timer_counter IC3 (
	.PCLK(PCLK),
	.PRESETn(PRESETn),
	.clock_counter(clock_counter),
	.reg_TDR(reg_TDR),
	.reg_TCR(reg_TCR),
	.counter_value(counter_value)
);
comparison IC4 (
	.PCLK(PCLK),
	.PRESETn(PRESETn),
	.status(status),
	.reg_TCR(reg_TCR),
	.reg_TSR(reg_TSR),
	.counter_value(counter_value),
	.tmr_udf(tmr_udf_wire),
	.tmr_ovf(tmr_ovf_wire)
);
endmodule
module timer_counter (
	input wire PCLK,
	input wire PRESETn,
	input wire clock_counter,
	input wire [7:0] reg_TDR,
	input wire [7:0] reg_TCR,
	output reg [7:0] counter_value
);
wire detect_edge;
reg clock_counter_two;
reg [7:0] reg_TDR_pre;
always @ (posedge PCLK) begin
	clock_counter_two <= clock_counter;
end
assign detect_edge = ~clock_counter_two & clock_counter;
always @ (posedge PCLK or negedge PRESETn) begin
	if (!PRESETn) begin
		counter_value <= 8'h00;
		reg_TDR_pre <= 8'h00;
	end else if (reg_TCR[7] && reg_TDR_pre != reg_TDR) begin
		counter_value <= reg_TDR;
		reg_TDR_pre <= reg_TDR;
	end else if (!reg_TCR[5] && reg_TCR[4] && detect_edge) begin
		if (counter_value == 8'hff) begin
			counter_value <= 8'h00;
		end else begin
			counter_value <= counter_value + 1'b1;
		end
	 end else if (reg_TCR[5] && reg_TCR[4] && detect_edge) begin
	 	if (counter_value == 8'h00) begin
	 		counter_value <= 8'hff;
	 	end else begin
	 		counter_value <= counter_value - 1'b1;
	        end
	end else begin
		counter_value <= counter_value;
	end
end
endmodule
==> design/flow/run.sh <==
#!/bin/bash
# OpenROAD 26Q1-2900-gdf79404cd8, Yosys 0.63+post, stock flow scripts
make -C /OpenROAD-flow-scripts/flow DESIGN_CONFIG=/design/flow/config.mk WORK_HOME=/design/flow/orfs finish
==> design/flow/config.mk <==
export PLATFORM = sky130hd
export DESIGN_NAME = timer_8_bit
export DESIGN_NICKNAME = timer_8_bit
export VERILOG_FILES = /design/flow/design.v
export SDC_FILE = /design/flow/constraint.sdc
export NUM_CORES = 4
export LEC_CHECK = 1
export CORE_UTILIZATION = 30
==> design/flow/constraint.sdc <==
current_design timer_8_bit

set clk_period 2.3
set clk_io_pct 0.2

create_clock -name clk0 -period $clk_period [get_ports {PCLK}]

set non_clock_inputs [all_inputs -no_clocks]
set_input_delay [expr $clk_period * $clk_io_pct] -clock clk0 $non_clock_inputs
set_output_delay [expr $clk_period * $clk_io_pct] -clock clk0 [all_outputs]
==> results.txt <==
Die x size - 65.6 um
Die Y - 65.6 um
P&R area growth vs syn - 35.9%
Crit path required time - 2450 ps
Ao+oa area frac - 7.43%
Pre-Repair DR Iteration Count - 3
Max-area cell share - 57.8%
WL per Instance - 11.6 um
FP Rows - 22
Hold Path Class - reg -> reg
Synth Area in XOR/XNOR - 0%
Routed Antenna Nets - 0
Log Warnings - 29
Post-Syn Area per Cell - 13.5 um2
YS warnings - 17
Layout fillers - 335
Final WL - 2.05 mm
Top cells by count, synth - dfrtp_1 (28), mux2_4 (8), nand2_1 (8), mux2i_1 (6), o31ai_1 (6)
Antenna violations before repair - 0
# diodes - 0
Setup Viol. Count Final - 0
Pwr Total - 977 uW
Pwr/cell area - 593 mW/mm2
Post-layout min period - 1820 ps
HPWL Detailed - 1.56 mm
Non-filler instance count after layout - 176
Port bufs - 24
Simple share - 9.39%
Post-cts resize count - 0
Final period util - 79.3%
Layout cells sized above 1 - 24.2%
Largest cells by area after synthesis - dfrtp_1 (58%), mux2_4 (9.9%), mux2i_1 (5.0%), mux2_2 (4.6%), o31ai_1 (3.7%)
RSZ-0062 raised after global routing - no
Reg2Reg Depth - 4
CTS tree - built
LEAKAGE - 0.000805 uW
CP Max Fanout - 5
Final Max Slew Viols - 0
CP arrival - 1980 ps
Setup tns final - 0 ps
Adder-Cell Fraction of Synth Area - 0%
Residual DRC - 0
Chip Area, Yosys - 0.00121 mm2
Chip area - 0.00430 mm2
# Cells Yosys - 90
I/O pin count - 31
Syn Inst Count - 90
Max Cap Violations - 0
Core ar. - 0.00377 mm2
Post-synth EDFFs - 0
Floorplan core density - 32.1%
DP Cell Count - 168
Clk sinks - 29
Async set-reset flop share out of synthesis - 100%
Most common reg cell - dfrtp_1
Largest net degree at the start of global routing - 30
First-pass GRT wire length - 3.63 mm
Total Routing Usage GR - 11.5%
Buffers inserted by post-CTS timing repair - 0
Final Hold Fails - 0
FF+latch count, synth - 29
Routability Congestion - 0.752
Cell Type Count - 23
H-tree depth - 2
Status - finished clean
Detailed-route vias per instance - 4.44
Worst setup EP type - register
Number of global-route vias before repair - 828
Max Root-Sink Buffers - 2
Critical path launch point type - input pin
Synth logic family - multiplexers
CTS buffer count - 5
Root Driver - clkbuf_8
Post-CTS Hold Fix Bufs - 0
Seq/Total Area, Yosys - 60.0%
Overflow after GRT - 0
Biggest area consumer among synthesized cells - dfrtp_1
Fmax - 0.548 GHz
DRT iter0 DRCs - 42
Maximum vdd drop - 443 uV
Critical path type - in -> reg
Vias - 782
Hold Path Cell Cnt - 0
Worst-path clk slew - 50 ps
Yosys top cell by instances - dfrtp_1
Worst Clk Skew - 7.85 ps
Worst-skew pair later-pin latency - 270 ps
Mapped cell area - 0.00121 mm2
Mux frac, synth - 19.5%
==> routing by layer <==
layer,global-route usage (%),part of all wire [%],up-vias
met2,17.9,47,21
met4,1.90,1.3,0
li1,-,-,387
met1,15.6,47,372
met3,4.75,4.4,2
met5,0,0,-
==> report_power, final <==
group	internal, uW	switching [uW]	leakage [uW]	total, uW
logic	33.6	24.3	0.000358	57.9
clock network	243	165	0.0000455	408
registers	511	0	0.000402	511
total	787	189	0.000805	977
==> critical path, cell delays in order <==
cell             delay, ps
clkdlybuf4s50_1        530
nand4_1                130
or3_1                  370
buf_4                  190
mux2_4                 300
==> kinds of logic (layout without fill, tap and decap cells) <==
kind of cell	after synthesis	in the layout
flip-flops	29	29
AND/OR/NAND/NOR	22	22
multiplexers	19	19
AND-OR/OR-AND	13	13
buffers and inverters	6	43
other	1	2
==> metrics by stage <==
stage	util, %	hold WS (ps)	setup slack (ps)	cell area, um2
floorplan	-	164	737	1220
global placement	41.3	445	209	1560
detailed placement	41.3	441	198	1560
CTS	43.7	460	479	1650
global route	43.7	490	424	1650
finish	43.7	453	477	1650
==> final timing paths <==
| kind | from | end | slack (ps) |
|---|---|---|---|
| worst min register to register | IC1.cur_state[1] | IC1.PREADY | 450 |
| worst min-delay path | IC1.cur_state[1] | IC1.PREADY | 450 |
| worst max-delay path | PENABLE | IC1.reg_TDR[7] | 480 |
| worst max register to register | IC1.cur_state[1] | IC1.reg_TDR[7] | 800 |
| max in group asynchronous | PRESETn | IC1.cur_state[0] | 1430 |
| min in group asynchronous | PRESETn | IC1.PRDATA[1] | 570 |
==> state kept, by name (all words and copies together) (netlist names) <==
| signal | count |
|---|---|
| IC1.PREADY | 1 |
| IC1.reg_TCR | 8 |
| IC1.PSLVERR | 1 |
| IC1.PRDATA | 8 |
| IC1.reg_TDR | 8 |
| IC1.cur_state | 3 |
==> final cells by class <==
type                    instances  area, um2  share of cell area (%)
well taps                      48       60.1                    3.64
flip-flops and latches         29        727                    44.1
repair buffers                 35        323                    19.6
multi-input cells              56        448                    27.2
clock buffers                   8       90.1                    5.47
==> layout by cell type, fill, tap and decap left out, drive strengths merged, types with 2 or more instances in the layout <==
cell type / instances
a2bb2oi: 2
nand2: 8
clkdlybuf4s50: 24
a21oi: 2
mux2i: 6
clkbuf: 8
and3: 2
nor2: 3
nor2b: 4
o21ai: 2
o31ai: 6
mux2: 13
conb: 2
buf: 11
dfrtp: 28
Power and IR drop assume default switching activity.
